## design/flow/design.v

```verilog
module Clock
(
    input clk,
    input rst,
    input clk2,
    input [1:0]setLH,
    input [3:0]setRH,
    input [2:0]setLM,
    input [3:0]setRM,
    input setSignal,
    input alarmSignal,
    input almON,
    output reg[3:0] rightSec_cs,
    output reg[2:0] leftSec_cs,
    output reg[3:0] rightMin_cs,
    output reg[2:0] leftMin_cs,
    output reg[3:0] rightHr_cs,
    output reg[1:0] leftHr_cs,
    output reg alarmClk,
    output reg[1:0] AleftHr_o,
    output reg[3:0] ArightHr_o,
    output reg[2:0] AleftMin_o,
    output reg[3:0] ArightMin_o
);
    reg sigMin;
    reg[3:0] rightSec_ns;
    reg[2:0] leftSec_ns;
    reg sigTwoFour;
    reg sigHr;
    reg[3:0] rightMin_ns;
    reg[2:0] leftMin_ns;
    reg[3:0] rightHr_ns;
    reg[1:0] leftHr_ns;
    reg[1:0] ALeftHr;
    reg[3:0] ARightHr;
    reg[2:0] ALeftMin;
    reg[3:0] ARightMin;
    reg[31:0] counter;
    reg[31:0] counter_next;
    always @(posedge clk)
    begin
        if(rst) begin
            rightSec_cs <= 4'b0001;
            rightSec_ns <= 4'b0000;
            leftSec_cs <= 3'b000;
            leftSec_ns <= 3'b000;
            sigMin <= 1'b0;
            rightMin_cs <= 4'b0000;
            rightMin_ns <= 4'b0000;
            leftMin_cs <= 3'b000;
            leftMin_ns <= 3'b000;
            sigHr <= 1'b0;
            rightHr_cs <= 4'b0000;
            rightHr_ns <= 4'b0000;
            leftHr_cs <= 2'b00;
            leftHr_ns <= 2'b00;
            sigTwoFour <= 1'b0;
            counter <= 32'd0;
            counter_next <= 32'd0;
            alarmClk <= 1'b0;
        end else begin  
            rightSec_cs <= rightSec_ns;
            leftSec_cs <= leftSec_ns;
            rightMin_cs <= rightMin_ns;
            leftMin_cs <= leftMin_ns;
            rightHr_cs <= rightHr_ns;
            leftHr_cs <= leftHr_ns;
        end
    end
    always @(posedge clk2)
    begin
        if(setSignal) begin
            if(alarmSignal == 0) begin
                leftHr_ns <= setLH;
                if(setLH == 2) begin
                    sigTwoFour = 1'b1;
                end
                rightHr_ns <= setRH;
                leftMin_ns <= setLM;
                rightMin_ns <= setRM;
            end 
        end else begin
            if(alarmSignal) begin
                ALeftHr <= setLH;
                ARightHr <= setRH;
                ALeftMin <= setLM;
                ARightMin <= setRM;
                AleftHr_o <= ALeftHr;
                ArightHr_o <= ARightHr;
                AleftMin_o <= ALeftMin;
                ArightMin_o <= ARightMin;
            end
        end
    end
    always @(*) begin
        if(almON) begin
            if(leftHr_cs == ALeftHr) begin
                if(rightHr_cs == ARightHr) begin
                    if(leftMin_cs == ALeftMin) begin
                        if(rightMin_cs == ARightMin)
                            alarmClk <= 1'b1;
                    end
                end
            end
        end else begin
            alarmClk <= 1'b0;
            counter <= 32'd10;
        end
    end
    always @(posedge clk) begin
        counter <= counter_next;    
    end
    always @(*) begin
        if(alarmClk) begin
            counter_next = counter + 1;
        end
        if(counter == 32'd300)  
            alarmClk = 1'b0;
            counter = 32'd0;
    end
    always @(*)
    begin
        case(rightSec_cs)
            4'd0: begin
               sigMin = 1'b0;
               sigHr = 1'b0;
               rightSec_ns = 4'd1; 
            end
            4'd1:
                rightSec_ns = 4'd2;
            4'd2:
                rightSec_ns = 4'd3;
            4'd3:
                rightSec_ns = 4'd4;
            4'd4:
                rightSec_ns = 4'd5;
            4'd5:
                rightSec_ns = 4'd6;
            4'd6:
                rightSec_ns = 4'd7;
            4'd7:
                rightSec_ns = 4'd8;
            4'd8:
                rightSec_ns = 4'd9;
            4'd9:
            begin
                rightSec_ns = 4'd0;
                case(leftSec_cs)  
                    4'd0:
                        leftSec_ns = 4'd1;
                    4'd1:
                        leftSec_ns = 4'd2;
                    4'd2:
                        leftSec_ns = 4'd3;
                    4'd3:
                        leftSec_ns = 4'd4;
                    4'd4:
                        leftSec_ns = 4'd5;
                    4'd5: begin
                        leftSec_ns = 4'd0;
                        sigMin = 1'b1;   
                    end
                endcase
            end
        endcase
    end
    always @(*)
    begin
        if(sigMin) begin
            case(rightMin_cs)
                4'd0: begin
                    rightMin_ns = 4'd1;
                end
                4'd1:
                    rightMin_ns = 4'd2;
                4'd2:
                    rightMin_ns = 4'd3;
                4'd3:
                    rightMin_ns = 4'd4;
                4'd4:
                    rightMin_ns = 4'd5;
                4'd5:
                    rightMin_ns = 4'd6;
                4'd6:
                    rightMin_ns = 4'd7;
                4'd7:
                    rightMin_ns = 4'd8;
                4'd8:
                    rightMin_ns = 4'd9;
                4'd9: begin
                        rightMin_ns = 4'd0;
                        case(leftMin_cs)  
                        4'd0:
                            leftMin_ns = 4'd1;
                        4'd1:
                            leftMin_ns = 4'd2;
                        4'd2:
                            leftMin_ns = 4'd3;
                        4'd3:
                            leftMin_ns = 4'd4;
                        4'd4:
                            leftMin_ns = 4'd5;
                        4'd5: begin
                            leftMin_ns = 4'd0;
                            sigHr = 1'b1;
                        end
                    endcase
                end
            endcase
        end
    end
    always @(*)
    begin
        if(sigHr) begin
            case(rightHr_cs)
                4'd0:
                    rightHr_ns = 4'd1;
                4'd1:
                    rightHr_ns = 4'd2;
                4'd2:
                    rightHr_ns = 4'd3;
                4'd3: begin  
                    if(sigTwoFour) begin
                        leftHr_ns = 4'd0;
                        rightHr_ns = 4'd0;
                        sigTwoFour = 1'b0;
                    end else begin
                        rightHr_ns = 4'd4;
                    end
                end
                4'd4:
                    rightHr_ns = 4'd5;
                4'd5:
                    rightHr_ns = 4'd6;
                4'd6:
                    rightHr_ns = 4'd7;
                4'd7:
                    rightHr_ns = 4'd8;
                4'd8:
                    rightHr_ns = 4'd9;
                4'd9: begin
                    rightHr_ns = 4'd0;
                    case(leftHr_cs)  
                        4'd0:
                            leftHr_ns = 4'd1;
                        4'd1: begin
                            sigTwoFour = 4'b1;
                            leftHr_ns = 4'd2;
                        end
                        4'd2:
                            leftHr_ns = 4'd0;
                    endcase
                end
            endcase
        end
    end
endmodule
```

## design/flow/run.sh

```bash
#!/bin/bash
# OpenROAD 26Q1-2900-gdf79404cd8, Yosys 0.63+post, stock flow scripts
make -C /OpenROAD-flow-scripts/flow DESIGN_CONFIG=/design/flow/config.mk WORK_HOME=/design/flow/orfs finish
```

## design/flow/config.mk

```make
export PLATFORM = sky130hd
export DESIGN_NAME = Clock
export DESIGN_NICKNAME = Clock
export VERILOG_FILES = /design/flow/design.v
export SDC_FILE = /design/flow/constraint.sdc
export NUM_CORES = 4
export LEC_CHECK = 1
export CORE_AREA = 10 10 101 101
export DIE_AREA = 0 0 111 111
```

## design/flow/constraint.sdc

```tcl
current_design Clock

set clk_period 1.0
set clk_io_pct 0.2

create_clock -name clk0 -period $clk_period [get_ports {clk}]
create_clock -name clk1 -period $clk_period [get_ports {clk2}]

set non_clock_inputs [all_inputs -no_clocks]
set_input_delay [expr $clk_period * $clk_io_pct] -clock clk0 $non_clock_inputs
set_output_delay [expr $clk_period * $clk_io_pct] -clock clk0 [all_outputs]
```

==> notes.md <==
Flow results are below.

- The run finished with clean final reports.
- The final layout reports a setup TNS of 0 ns.
- Across the run, the number of max-cap violations was 0.
- In this run, placement finished with an instance count of 184.
- After its last routability iteration, the placer logged a weighted congestion of 0.634.
- The global-route wire length before repair is 2790 um, for reference.
- The static leakage power is 0.510 nW, for reference.
- The category of the worst setup path launch point is an input port, for reference.
- The core region is 8130 um2.
- The share of synthesized cell area in and-or and or-and compound cells is 0%, for reference.
- After synthesis, the most frequently instantiated cells are edfxtp_1, buf_4, conb_1, dfxtp_1, nor2b_4.
- The top cell type by total area after synthesis is edfxtp_1, for reference.
- The leading cell type by number of instances after synthesis is edfxtp_1, for reference.
- The pre-CTS setup check shows a worst slack of -0.307 ns.
- The largest fanout on the critical path is 13, for reference.
- The largest net degree at the start of global routing is 14, for reference.
- The ratio of cells with drive above 1 in the final layout is 23.8%, for reference.
- The kind of cell adding the most delay to the critical path is buffers and inverters, for reference.
- Leaving out filler cells and counting taps, the final layout contains 189.
- The synthesis report names the predominant flop master as edfxtp_1.
- After Yosys synthesis, XOR and XNOR cells account for 0% of the synthesized area.
- In this run, synthesis inferred 26 flip-flops with an integrated enable.
- The setup clock skew after layout is 0.00138 ns, for reference.
- Counting flops with an async set or reset pin after synthesis yields a share of 0%.
- The area growth from synthesis to layout is 42.5%, for reference.
- The number of different library cells used by synthesis comes to 5.
- The synthesized netlist has a Yosys-reported chip area of 968 um2.
- The final worst setup slack is 0.0364 ns, for reference.
- The I/O pin total is 53, for reference.
- The area share of the largest cell type after synthesis is 80.6%, for reference.
- The post-CTS setup repair buffer count is 0, for reference.
- Summing the sequential cell areas from Yosys gives 82.7% of the chip area.
- The final standard cell area without fillers is 1380 um2, for reference.
- For reference, simple AND, OR, NAND and NOR cells occupy 1.42% of the area reported after synthesis.
- The total tool warning count is 30, for reference.
- The yosys cell count is 49, for reference.
- The synthesized netlist devotes 0% of its cell area to adder and majority cells.
- The worst hold slack across all endpoints is 0.421 ns, for reference.
- Per the finish-stage timing summary, setup violations number 0.
- The average footprint of a synthesized cell is 19.8 um2, for reference.
- The total vias in the final route is 434, for reference.
- After detailed placement, the total cell area comes to 1340 um2.
- The data arrival time of the critical path is 0.94 ns, for reference.
- The timing report notes that buffer and inverter cells on the critical path total 2.
- The die is 111 um wide.
- The data required time of the worst path is 0.98 ns, for reference.
- No sink is reached through more buffers than the 2 on the longest clock path.
- Per the CTS log, the maximum H-tree level is 1.
- The count of buffers from port buffering is 30, for reference.
- The cell sitting at the root of the clock tree is a clkbuf_8.
- The power density of the placed cells is 1440 nW/um2, for reference.
- After detailed routing, the number of remaining DRC violations is 0.
- The ratio of routed vias to standard cells is 2.30, for reference.
- The pre-antenna-repair detailed-routing pass consisted of 2 iterations.
- The final max-slew violation count recorded for this run is 0.
- Before placement the cells fill 11.9% of the core.
- After detailed routing, the average wire length per cell comes to 9.61 um.
- The netlist area before placement is 968 um2, for reference.
- The synthesized netlist cell count is 49, for reference.
- The classification of the worst-slack hold path is flip-flop to flip-flop, for reference.
- The category of the worst setup path capture point is a flip-flop, for reference.
- Detailed placement ended at an HPWL of 1380 um.
- The detailed router's first-iteration violation count is 5, for reference.
- TritonCTS built the clock tree.
- The final tally of hold violations is 0, for reference.
- The repair_antennas step left the layout with diodes totalling 0.
- In this run the core area contains 33 standard-cell rows.
- During synthesis, Yosys emitted a total of 62 warnings.
- Overall routing resource usage recorded by global route was 2.74%.
- In this design, the stage delay of the slowest critical-path cell is 0.31 ns.
- The count of nets left with antenna violations once routing finished came out at 0.
- Counting the buffers created by CTS gives 3.
- The biggest combinational cell group after synthesis is buffers and inverters, for reference.
- The worst ir drop on vdd is 0.000305 V, for reference.
- Cells fill 17.0% of the core in the end.
- The mux contribution to synthesized area is 0%, for reference.
- The total wire length after detailed routing is 1820 um, for reference.
- Ranked by total cell area, the synthesized netlist is headed by edfxtp_1, buf_4, dfxtp_1.
- The leftover overflow at the end of global routing is 0, for reference.
- The register bit total from synthesis is 27, for reference.
- The post-CTS clock slew at the launch and capture registers of the worst setup and hold paths is 0.07 ns, for reference.
- The signal on the critical path passes through dlygate4sd2_1 -> nor2b_4 -> bufbuf_16.
- The vertical die dimension reported for this design is 111 um.
- The via count of the first global-routing pass was 493.
- Setup repair after global routing could not meet its margin everywhere.
- The power after layout is 1.99 mW, for reference.
- The chip footprint is 12300 um2, for reference.
- The initial antenna violation count is 0, for reference.
- The setup path with the least slack is of type input port to flip-flop.
- The slowest cell on the critical path is bufbuf_16, for reference.
[power by group]
part	internal, mW	leakage [nW]	total [mW]	switching (mW)
registers	1.31	0.252	1.32	0.0103
logic	0.105	0.236	0.144	0.0393
clock network	0.268	0.0216	0.530	0.262
total	1.68	0.510	1.99	0.312
[logic make-up (layout without fill, tap and decap cells)]
logic type | after synthesis | count (layout)
other | 1 | 20
AND/OR/NAND/NOR | 1 | 1
buffers and inverters | 20 | 36
flip-flops | 27 | 27
[worst paths after layout]
check                       from        endpoint  slack (ns)  depth (start not counted)
setup / recovery       setSignal    ARightMin[1]        0.04                          3
hold / removal       ARightHr[3]   ArightHr_o[3]        0.42                          0
setup reg to reg     ALeftMin[0]   AleftMin_o[0]        0.39                          0
hold reg to reg      ARightHr[3]   ArightHr_o[3]        0.42                          0
max in group clk0  ArightHr_o[1]   ArightHr_o[1]        0.05                          1
min in group clk0            rst  rightSec_cs[0]        0.65                          1
[sequential cells by signal, summed over array words and instances (netlist names)]
register and cells:
ArightMin_o 4, ARightMin 4, rightSec_cs 1, ArightHr_o 4
AleftHr_o 2, ALeftHr 2, ALeftMin 3, ARightHr 4
AleftMin_o 3
[routing by layer]
metal	wire length [um]	GRT usage, %	vias to the layer above
li1	-	-	203
met1	634	3.03	208
met2	1080	5.23	21
met3	47	0.274	2
met4	55	1.04	0
met5	0	0	-
[repair_timing]
action / CTS / global route
gates cloned: 2 / 0
hold buffers: 0 / 0
endpoints found under the setup margin: 39 / 4
resized: 41 / 0
[cell type report]
type                       instances  area [um2]
fill                             866        6750
tap                              105         131
clock buffer                       3        41.3
timing repair buffer              33         318
multi-input combinational         21        88.8
sequential                        27         801
[cells in the final DEF (no fill, tap or decap), drive strengths merged]
master and instances:
edfxtp 26, conb 20, clkdlybuf4s50 15, buf 14, clkbuf 3, bufbuf 2
dlygate4sd2 2, nor2b 1, dfxtp 1
Power figures rest on the tool's default switching activity, not on a simulated workload.
