--- ./config.mk ---
export PLATFORM = sky130hd
export DESIGN_NAME = ControllerHours
export DESIGN_NICKNAME = ControllerHours
export VERILOG_FILES = /design/flow/design.v
export SDC_FILE = /design/flow/constraint.sdc
export NUM_CORES = 4
export LEC_CHECK = 1
export CORE_AREA = 10 10 70 70
export DIE_AREA = 0 0 80 80
--- ./run.sh ---
#!/bin/bash
# OpenROAD 26Q1-2900-gdf79404cd8, Yosys 0.63+post, stock flow scripts
make -C /OpenROAD-flow-scripts/flow DESIGN_CONFIG=/design/flow/config.mk WORK_HOME=/design/flow/orfs finish
--- ./constraint.sdc ---
current_design ControllerHours

set clk_period 1.0
set clk_io_pct 0.2

create_clock -name clk0 -period $clk_period [get_ports {clk}]
create_clock -name clk1 -period $clk_period [get_ports {clk2}]

set non_clock_inputs [all_inputs -no_clocks]
set_input_delay [expr $clk_period * $clk_io_pct] -clock clk0 $non_clock_inputs
set_output_delay [expr $clk_period * $clk_io_pct] -clock clk0 [all_outputs]
--- ./design.v ---
module ControllerHours
(
    input clk,
    input[3:0] rightHr,
    input[1:0] leftHr,
    input setSignal,
    input alarmSignal,
    input setLHSignal,
    input setRHSignal,
    input [1:0]setLHr,
    input [3:0]setRHr,
    input clk2,
    output reg[3:0] RH,
    output reg RPH,
    output reg[3:0] LH,
    output reg LPH
);
    reg[3:0] rightHr_s;
    reg[1:0] leftHr_s;
    always @(posedge clk)
    begin
	    rightHr_s <= rightHr;
        leftHr_s <= leftHr;
    end
    always @(posedge clk2)
    begin
       if(setSignal) begin  
           if(alarmSignal == 0) begin
                if(setLHSignal) 
                    leftHr_s <= setLHr;
                else if(setRHSignal)
                    rightHr_s <= setRHr;
           end
       end else begin
           if(alarmSignal) begin  
               if(setLHSignal)
                    leftHr_s <= setLHr;
                else if(setRHSignal)
                    rightHr_s <= setRHr;
           end
       end
    end
    always @(*)
    begin
        case(rightHr_s)
            4'd0: begin
                RH = 4'b0000;
                RPH = 1'b0;
            end
            4'd1: begin
                RH = 4'b0001;
                RPH = 1'b0;
            end
            4'd2: begin
                RH = 4'b0010;
                RPH = 1'b0;
            end
            4'd3: begin
                RH = 4'b0011;
                RPH = 1'b0;
            end
            4'd4: begin
                RH = 4'b0100;
                RPH = 1'b0;
            end
            4'd5: begin
                RH = 4'b0101;
                RPH = 1'b0;
            end
            4'd6: begin
                RH = 4'b0110;
                RPH = 1'b0;
            end
            4'd7: begin
                RH = 4'b0111;
                RPH = 1'b0;
            end
            4'd8: begin
                RH = 4'b1000;
                RPH = 1'b0;
            end
            4'd9: begin
                RH = 4'b1001;
                RPH = 1'b0;
            end
        endcase
    end
    always @(*)
    begin
        case(leftHr_s)
            2'd0: begin
                LH = 4'b0000;
                LPH = 1'b0;
            end
            2'd1: begin
                LH = 4'b0001;
                LPH = 1'b0;
            end
            2'd2: begin
                LH = 4'b0010;
                LPH = 1'b0;
            end
            2'd3: begin
                LH = 4'b0011;
                LPH = 1'b0;
            end
        endcase
    end     
endmodule
==> flow_summary_export.csv <==
group,metric,value,unit
synth,synth.top_cell.area_share,36.6,%
synth,yosysChipArea,492,um^2
run_status,stop_error,"ERROR: Found 6 problems in 'check -assert'.",
synth,async_reset_ff_share,0,%
synth,yosysTopAreaCell,"edfxtp_1",
run_status,lastStage,"synthesis (1_2_yosys)",
synth,ys_warn_count,1,
synth,synth.distinct_cells,14,
run_status,run_status,"stopped before the end",
synth,top_cells_by_count,"dfxtp_1 (6), edfxtp_1 (6), buf_4 (4), dlxtn_1 (4)",
synth,ys.flop_type,"edfxtp_1",
synth,edf_count,6,
synth,synth_flops,16,
synth,synthTopCellsByArea,"edfxtp_1 (37%), dfxtp_1 (24%), dlxtn_1 (12%), buf_4 (6.1%), ha_1 (5.1%)",
synth,ys_cells,34,
[kinds of logic after synthesis]
logic type                 Yosys count  share of synthesized area, %
DFF                                 12                          61.1
adders and majority gates            2                          5.09
AOI/OAI and AO/OA                    1                          1.53
other                                1                         0.763
buffers and inverters                8                          9.16
and+or+nand+nor                      6                          10.2
latches                              4                          12.2
