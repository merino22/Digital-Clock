## /design/flow/run.sh

```bash
#!/bin/bash
# OpenROAD 26Q1-2900-gdf79404cd8, Yosys 0.63+post, stock flow scripts
make -C /OpenROAD-flow-scripts/flow DESIGN_CONFIG=/design/flow/config.mk WORK_HOME=/design/flow/orfs finish
```

## /design/flow/config.mk

```make
export PLATFORM = sky130hd
export DESIGN_NAME = ControllerMinutes
export DESIGN_NICKNAME = ControllerMinutes
export VERILOG_FILES = /design/flow/design.v
export SDC_FILE = /design/flow/constraint.sdc
export NUM_CORES = 4
export LEC_CHECK = 1
export CORE_AREA = 10 10 74 74
export DIE_AREA = 0 0 84 84
```

## /design/flow/constraint.sdc

```tcl
current_design ControllerMinutes

set clk_period 1.0
set clk_io_pct 0.2

create_clock -name clk0 -period $clk_period [get_ports {clk}]
create_clock -name clk1 -period $clk_period [get_ports {clk2}]

set non_clock_inputs [all_inputs -no_clocks]
set_input_delay [expr $clk_period * $clk_io_pct] -clock clk0 $non_clock_inputs
set_output_delay [expr $clk_period * $clk_io_pct] -clock clk0 [all_outputs]
```

## /design/flow/design.v

```verilog
module ControllerMinutes
(
    input clk,
    input [3:0] rightMin,
    input [2:0] leftMin,
    input [3:0] setRMin,
    input [2:0] setLMin,
    input setSignal,
    input alarmSignal,
    input setLMSignal,
    input setRMSignal,
    input clk2,
    output reg [3:0] RM,
    output reg RP,
    output reg [3:0] LM,
    output reg LP
);
    reg [3:0] rightMin_s;
    reg [2:0] leftMin_s;
    always @(posedge clk2)
    begin
	if(setSignal) begin
        if(alarmSignal == 0) begin
            if(setLMSignal)
                leftMin_s <= setLMin;
            else if(setRMSignal)
                rightMin_s <= setRMin; 
        end
    end else begin
        if(alarmSignal) begin
            if(setLMSignal)
                leftMin_s <= setLMin;
            else if(setRMSignal)
                rightMin_s <= setRMin; 
        end
    end
    end
    always @(posedge clk)
    begin
	    rightMin_s <= rightMin;
        leftMin_s <= leftMin;   
    end
    always @(*)
    begin
        case(rightMin_s)
            4'd0: begin
               RM = 4'b0000;
               RP = 1'b0;
            end
            4'd1: begin
                RM = 4'b0001;
                RP = 1'b0;
            end
            4'd2: begin
                RM = 4'b0010;
                RP = 1'b0;
            end
            4'd3: begin
                RM = 4'b0011;
                RP = 1'b0;
            end
            4'd4: begin
                RM = 4'b0100;
                RP = 1'b0;
            end
            4'd5: begin
                RM = 4'b0101;
                RP = 1'b0;
            end
            4'd6: begin
                RM = 4'b0110;
                RP = 1'b0;
            end
            4'd7: begin
                RM = 4'b0111;
                RP = 1'b0;
            end
            4'd8: begin
                RM = 4'b1000;
                RP = 1'b0;
            end
            4'd9: begin
                RM = 4'b1001;
                RP = 1'b0;
            end
        endcase
    end
    always @(*)
    begin
        case(leftMin_s)
            3'd0: begin
               LM = 3'b000;
               LP = 1'b0;
            end
            3'd1: begin
                LM = 3'b001;
                LP = 1'b0;
            end
            3'd2: begin
                LM = 3'b010;
                LP = 1'b0;
            end
            3'd3: begin
                LM = 3'b011;
                LP = 1'b0;
            end
            3'd4: begin
                LM = 3'b100;
                LP = 1'b0;
            end
            3'd5: begin
                LM = 3'b101;
                LP = 1'b0;
            end
        endcase
    end
endmodule
```

==> run notes <==
run results: status aborted with a tool error, Halt Stage synthesis, Run Error ERROR: Found 7 problems in 'check -assert'., Registers, synthesis 21, Netlist cell types 13, Yosys warning count 1, yosys synthesis chip area 596.8 sq um, # Cells Yosys 40
cells by family after synthesis:
family	after synthesis	synth area share (%)
compound gates	1	1.258
flops	14	58.70
simple gates	10	12.58
latches	7	17.61
other cells	1	0.6283
fa+ha+maj	2	4.192
buf+inv	5	5.032
Yosys cell counts, drive strengths merged:
cell type  number  area share [%]
conb            1            0.63
edfxtp          7              35
nor3b           1             1.3
dfxtp           7              23
nor2b           6             6.7
dlxtn           7              18
o21a            1             1.3
ha              2             4.2
nor4b           1             2.5
buf             3             3.8
inv             2             1.3
and2            2             2.1
